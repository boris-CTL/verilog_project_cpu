### ./design.v
module CHIP(clk,
            rst_n,
            mem_wen_D,
            mem_addr_D,
            mem_wdata_D,
            mem_rdata_D,
            mem_addr_I,
            mem_rdata_I);
    input         clk, rst_n ;
    output reg    mem_wen_D  ;  
    output reg [31:0] mem_addr_D ;  
    output reg [31:0] mem_wdata_D;  
    input  [31:0] mem_rdata_D;  
    output reg [31:0] mem_addr_I ;  
    input  [31:0] mem_rdata_I;  
    reg    [31:0] PC          ;               
    reg    [31:0] PC_nxt      ;               
    reg           regWrite    ;               
    reg    [ 4:0] rs1, rs2, rd;               
    wire   [31:0] rs1_data    ;               
    wire   [31:0] rs2_data    ;               
    wire   [31:0] rd_data     ;               
    reg [31:0] Instruction_all ;  
    reg [6:0] opcode ;  
    reg [31:0] Read_data ;  
    reg [31:0] Write_data ;  
    reg [31:0] Immediate;  
    wire [31:0] Imm_Gen;  
    wire [3:0] control ;  
    wire [31:0] ALU_result ;  
    wire [31:0] ALU_Input2 ;  
    wire [31:0] mux_output;  
    wire Zero;
    reg Jalr, Jal, Branch, MemRead, MemtoReg, MemWrite, ALUSrc, Auipc, JalJalr;
    reg [1:0] jal_jalr_auipc;
    reg [2:0] ALUOp ;
    reg [31:0] PCAdd4;  
    reg [31:0] PC_for_branch;  
    reg [31:0] PC_for_jal;  
    reg [31:0] PC_for_jalr;  
    wire [63:0] muldiv_result;  
    wire muldiv_valid;  
    wire muldiv_ready;  
    wire muldiv_mode;  
    reg_file reg0(                            
        .clk(clk),                            
        .rst_n(rst_n),                        
        .wen(regWrite),                       
        .a1(rs1),                             
        .a2(rs2),                             
        .aw(rd),                              
        .d(rd_data),                          
        .q1(rs1_data),                        
        .q2(rs2_data));                       
    ALU ALU_instance(.Input1(rs1_data), .Input2(ALU_Input2), .result(ALU_result), .Zero(Zero), .control(control), .muldiv_valid(muldiv_valid), .muldiv_ready(muldiv_ready), .muldiv_result(muldiv_result));
    ALU_control ALU_control_instance(.ALUOp(ALUOp), .bit_30_of_instruction(Immediate[30]), .bit_25_of_instruction(Immediate[25]), .function3(Immediate[14:12]), .control(control));
    Imm_Gen_block Imm_Gen_instance(.Imm_Gen(Imm_Gen), .Immediate(Immediate));
    mulDiv mulDiv_instance(.clk(clk), .rst_n(rst_n), .valid(muldiv_valid), .ready(muldiv_ready), .mode(muldiv_mode), .in_A(rs1_data), .in_B(ALU_Input2), .out(muldiv_result));
    Mux mux_before_ALU_instance(.Input0(rs2_data), .Input1(Imm_Gen), .Output(ALU_Input2), .control(ALUSrc));
    Mux mux_after_Data_memory(.Input0(ALU_result), .Input1(Read_data), .Output(mux_output), .control(MemtoReg));
    Mux_four_to_one mux_final(.Input00(mux_output), .Input01(PC_for_branch), .Input10(PCAdd4), .Input11(PC_for_branch), .Output(rd_data), .control1(JalJalr), .control2(Auipc));
    assign muldiv_mode = 1'b0 ;
    always@(*)
    begin
        Instruction_all = mem_rdata_I;
        Read_data = mem_rdata_D ;
        opcode = Instruction_all[6:0];
        rs1 = Instruction_all[19:15];
        rs2 = Instruction_all[24:20];
        rd = Instruction_all[11:7];
        Immediate = Instruction_all[31:0];
        case(opcode)
        7'b0000011:  
        begin
            Branch = 0;
            MemRead = 1;
            MemtoReg = 1;
            MemWrite = 0;
            regWrite = 1;
            ALUOp = 3'b010;
            ALUSrc = 1;
            Auipc = 0;
            JalJalr = 0;
            Jal = 0;
            Jalr = 0;
            jal_jalr_auipc=2'b00;
        end
        7'b0010011:  
        begin
            Branch = 0;
            MemRead = 0;
            MemtoReg = 0;
            MemWrite = 0;
            regWrite = 1;
            ALUOp = 3'b001; 
            ALUSrc = 1;
            Auipc = 0;
            JalJalr = 0;
            Jal = 0;
            Jalr = 0;
            jal_jalr_auipc=2'b00;
        end
        7'b0010111:  
        begin
            Branch = 0;
            MemRead = 0;
            MemtoReg = 0;
            MemWrite = 0;
            regWrite = 1;
            ALUOp = 3'b111;
            ALUSrc = 1;
            Auipc = 1;
            JalJalr = 0;
            Jal = 0;
            Jalr = 0;
            jal_jalr_auipc=2'b01;
        end
        7'b0100011:  
        begin
            Branch = 0;
            MemRead = 0;
            MemtoReg = 0;
            MemWrite = 1;
            regWrite = 0;
            ALUOp = 3'b011;
            ALUSrc = 1;
            Auipc = 0;
            JalJalr = 0;
            Jal = 0;
            Jalr = 0;
            jal_jalr_auipc=2'b00;
        end
        7'b0110011:  
        begin
            Branch = 0;
            MemRead = 0;
            MemtoReg = 0;
            MemWrite = 0;
            if (muldiv_valid == 1 && muldiv_ready == 0) 
            begin
                regWrite = 0;
            end
            else 
            begin
                regWrite = 1;
            end
            ALUOp = 3'b000; 
            ALUSrc = 0;
            Auipc = 0;
            JalJalr = 0;
            Jalr = 0;
            Jal = 0;
            jal_jalr_auipc=2'b00;
        end
        7'b1100011:  
        begin
            Branch = 1;
            MemRead = 0;
            MemtoReg = 0;
            MemWrite = 0;
            regWrite = 0;
            ALUOp = 3'b100;
            ALUSrc = 0;
            Auipc = 0;
            JalJalr = 0;
            Jal = 0;
            Jalr = 0;
            jal_jalr_auipc=2'b00;
        end
        7'b1100111:  
        begin
            Branch = 0;
            MemRead = 0;
            MemtoReg = 0;
            MemWrite = 0;
            regWrite = 1;
            ALUOp = 3'b110;
            ALUSrc = 1;
            Auipc = 0;
            JalJalr = 1;
            Jal = 0;
            Jalr = 1;
            jal_jalr_auipc=2'b10;
        end
        7'b1101111:  
        begin
            Branch = 0;
            MemRead = 0;
            MemtoReg = 0;
            MemWrite = 0;
            regWrite = 1;
            ALUOp = 3'b101;
            ALUSrc = 1;
            Auipc = 0;
            JalJalr = 1;
            Jal = 1;
            Jalr = 0;
            jal_jalr_auipc=2'b10;
        end
        default   
        begin
            Branch = 0;
            MemRead = 0;
            MemtoReg = 0;
            MemWrite = 0;
            regWrite = 0;
            ALUOp = 3'b000;
            ALUSrc = 0;
            Auipc = 0;
            JalJalr = 0;
            Jal = 0;
            Jalr = 0;
            jal_jalr_auipc=2'b00;
        end
        endcase
        PCAdd4 <= PC + 4;
        PC_for_branch = PC + Imm_Gen;
        PC_for_jalr = Imm_Gen + rs1_data;
        if ((((Branch & Zero)==1)&(Jal==0)) | (((Branch & Zero)==0)&(Jal==1)))
            PC_for_jal = PC_for_branch;
        else
            PC_for_jal = PCAdd4;
        if (rst_n==0)
        	PC_nxt = 0;
        else if (muldiv_valid == 1 && muldiv_ready == 0) 
            PC_nxt = PC;
        else if (Jalr==1)
            PC_nxt = PC_for_jalr;
        else
            PC_nxt = PC_for_jal;
        if (MemWrite)
            Write_data = rs2_data;
        else
            Write_data = 0;
        mem_wdata_D = Write_data;
        mem_wen_D = MemWrite;
        mem_addr_D = ALU_result;
        mem_addr_I = PC;
    end
    always @(posedge clk or negedge rst_n) begin
        if (!rst_n) begin
            PC <= 32'h00010000;  
        end
        else begin
            PC <= PC_nxt;
        end
    end
endmodule
module reg_file(clk, rst_n, wen, a1, a2, aw, d, q1, q2);
    parameter BITS = 32;
    parameter word_depth = 32;
    parameter addr_width = 5;  
    input clk, rst_n, wen;  
    input [BITS-1:0] d;
    input [addr_width-1:0] a1, a2, aw;
    output [BITS-1:0] q1, q2;
    reg [BITS-1:0] mem [0:word_depth-1];
    reg [BITS-1:0] mem_nxt [0:word_depth-1];
    integer i;
    assign q1 = mem[a1];
    assign q2 = mem[a2];
    always @(*) begin
        for (i=0; i<word_depth; i=i+1)
            mem_nxt[i] = (wen && (aw == i)) ? d : mem[i];
    end
    always @(posedge clk or negedge rst_n) begin
        if (!rst_n) begin
            mem[0] <= 0;
            for (i=1; i<word_depth; i=i+1) begin
                case(i)
                    32'd2: mem[i] <= 32'hbffffff0;
                    32'd3: mem[i] <= 32'h10008000;
                    default: mem[i] <= 32'h0;
                endcase
            end
        end
        else begin
            mem[0] <= 0;
            for (i=1; i<word_depth; i=i+1)
                mem[i] <= mem_nxt[i];
        end       
    end
endmodule
module Mux(Input0, Input1, Output, control);
    input [31:0] Input0;
    input [31:0] Input1;
    input control;
    output [31:0] Output;
    assign Output = control ? Input1 : Input0;  
endmodule
module Mux_four_to_one(Input00, Input01, Input10, Input11, Output, control1, control2);
    input [31:0] Input00;
    input [31:0] Input01;
    input [31:0] Input10;
    input [31:0] Input11;
    input control1;
    input control2;
    output [31:0] Output;
    assign Output = (control1==0 & control2==0) ?   Input00 : (control1==1 & control2==0) ?   Input10 : (control1==0 & control2==1)? Input01: Input11;
endmodule
module mulDiv(clk, rst_n, valid, ready, mode, in_A, in_B, out);
    input         clk, rst_n;
    input         valid, mode;  
    output        ready;
    input  [31:0] in_A, in_B;
    output [63:0] out;
    parameter IDLE = 2'b00;
    parameter MUL  = 2'b01;
    parameter DIV  = 2'b10;
    parameter OUT  = 2'b11;
    reg  [ 1:0] state, state_nxt;
    reg  [ 4:0] counter, counter_nxt;
    reg  [63:0] shreg, shreg_nxt;
    reg  [31:0] alu_in, alu_in_nxt;
    reg  [32:0] alu_out;
    assign ready = &state; 
    assign out = shreg_nxt;
    always @(*) begin  
        case(state)
            IDLE: begin
                if (~valid) state_nxt = state;  
                else begin
                    if (mode) state_nxt = DIV;  
                    else state_nxt = MUL;  
                end
            end
            MUL : state_nxt = (counter != 31)?state: OUT;  
            DIV : state_nxt = (counter != 31)?state: OUT;  
            OUT : state_nxt = IDLE;
        endcase
    end
    always @(*) begin  
        case(state)
            IDLE: counter_nxt = 0;
            MUL : counter_nxt = (counter != 31)?counter + 1: 0; 
            DIV : counter_nxt = (counter != 31)?counter + 1: 0; 
            OUT : counter_nxt = 0;
        endcase  
    end   
    always @(*) begin
        case(state)
            IDLE: begin
                if (valid) alu_in_nxt = in_B;
                else       alu_in_nxt = 0;
            end
            OUT : alu_in_nxt = 0;
            default: alu_in_nxt = alu_in;
        endcase
    end
    always @(*) begin
        case(state)
            IDLE: alu_out = {1'b0, shreg[63:32]};
            MUL : begin
                if (~shreg[0]) alu_out = {1'b0, shreg[63:32]};  
                else alu_out = {1'b0, alu_in} + {1'b0, shreg[63:32]};  
            end
            DIV : begin
                alu_out = shreg[63:31] - {1'b0, alu_in};
            end
            OUT : alu_out = {1'b0, shreg[63:32]};
        endcase
    end   
    always @(*) begin
        case(state)
            IDLE: begin
                if (valid) shreg_nxt = {32'b0, in_A};
                else shreg_nxt = 64'b0;
            end
            MUL : begin
                shreg_nxt = {alu_out, shreg[31:1]};  
            end
            DIV : begin
                if (alu_out[32]) shreg_nxt = {shreg[62:0], 1'b0};  
                else shreg_nxt = {alu_out[31:0], shreg[30:0], 1'b1};  
            end
            OUT : shreg_nxt = shreg;
        endcase
    end   
    always @(posedge clk or negedge rst_n) begin
        if (!rst_n) begin  
            state <= IDLE;
            alu_in  <= 0;
            shreg   <= 0;
            counter <= 0;
        end
        else begin
            state <= state_nxt;
            alu_in  <= alu_in_nxt;
            shreg   <= shreg_nxt;
            counter <= counter_nxt;
        end
    end
endmodule
module ALU(Input1, Input2, result, Zero, control, muldiv_valid, muldiv_ready, muldiv_result);
input [31:0] Input1, Input2;
input [3:0] control ;  
output reg [31:0] result;
output reg Zero;  
output reg muldiv_valid;
input  muldiv_ready;
input [63:0] muldiv_result;
always@(*)
begin
    case(control)
        4'b1111:  
        begin
            result = $signed(Input1) + $signed(Input2); 
            Zero = 0;
            muldiv_valid = 0;
        end
        4'b1001:  
        begin
            result = Input1 >> Input2;
            Zero = 0;
           muldiv_valid = 0;
        end
        4'b1101:  
        begin
            if ( $signed(Input1) < $signed(Input2))
                result = 1;
            else 
                result = 0;
            Zero = 0;
            muldiv_valid = 0;
        end
        4'b1100:  
        begin
            if (muldiv_ready == 1)
                result = muldiv_result[31:0];
            else
                result = 0;
            Zero = 0 ;
            muldiv_valid = 1;
        end
        4'b1110:  
        begin
            result = $signed(Input1) - $signed(Input2);
            if (result == 0)  
                Zero = 1;
            else 
                Zero = 0;
            muldiv_valid = 0;
        end
        default 
        begin
            result = 0;
            Zero = 0;
            muldiv_valid = 0;
        end
    endcase
end
endmodule
module ALU_control(ALUOp, bit_30_of_instruction, bit_25_of_instruction, function3, control);
input bit_30_of_instruction;
input bit_25_of_instruction; 
input [2:0] ALUOp; 
input [2:0] function3;
output reg [3:0] control;  
always @(*)
begin
    control = 4'b0000;  
    case(ALUOp)
    3'b000:
    begin
        case(function3)
        3'b000:
        begin
            case(bit_30_of_instruction)
            1'b0:
            begin
                case(bit_25_of_instruction)
                1'b0:
                begin
                    control = 4'b1111; 
                end
                1'b1:
                begin
                    control = 4'b1100; 
                end
                endcase
            end
            1'b1:
            begin
                control = 4'b1110; 
            end
            endcase
        end
        3'b010:
        begin
            control = 4'b1101; 
        end
        3'b110:
        begin
            control = 4'b1101; 
        end
        3'b111:
        begin
            control = 4'b1101; 
        end
        endcase
    end
    3'b001:
    begin
        case(function3)
        3'b000:
        begin
            control = 4'b1111; 
        end
        3'b010:
        begin
            control = 4'b1101; 
        end
        3'b101:
        begin
            control = 4'b1001; 
        end
        endcase
    end
    3'b010:
    begin
        control = 4'b1111; 
    end
    3'b011:
    begin
        control = 4'b1111; 
    end 
    3'b100:
    begin
        control = 4'b1110; 
    end 
    3'b101:
    begin
        control = 4'b1110; 
    end
    3'b110:
    begin
        control = 4'b1110; 
    end
    3'b111:
    begin
        control = 4'b1110; 
    end
    endcase
end
endmodule
module Imm_Gen_block(Imm_Gen, Immediate);
input [31:0] Immediate;
output reg [31:0] Imm_Gen ;
reg [6:0] opcode;
always@(*)
begin
    opcode = Immediate[6:0];
    case(opcode)
    7'b0000011:  
    begin
        Imm_Gen[31:11] = {21{Immediate[31]}};
        Imm_Gen[10:0] = Immediate[30:20]; 
    end
    7'b0010011:  
    begin
        Imm_Gen[31:11] = {21{Immediate[31]}};
        Imm_Gen[10:0] = Immediate[30:20];
    end
    7'b0100011:  
    begin
        Imm_Gen[31:11] = {21{Immediate[31]}};
        Imm_Gen[10:5] = Immediate[30:25];
        Imm_Gen[4:0] = Immediate[11:7];
    end
    7'b1100011:  
    begin
        Imm_Gen[31:12] = {20{Immediate[31]}};
        Imm_Gen[11] = Immediate[7];
        Imm_Gen[10:5] = Immediate[30:25];
        Imm_Gen[4:1] = Immediate[11:8];
        Imm_Gen[0] = 0 ;
    end
    7'b1100111:  
    begin
        Imm_Gen[31:11] = {21{Immediate[31]}};
        Imm_Gen[10:0] = Immediate[30:20];
    end
    7'b1101111:  
    begin
        Imm_Gen[31:20] = {12{Immediate[31]}};
        Imm_Gen[19:12] = Immediate[19:12];
        Imm_Gen[11] = Immediate[20];
        Imm_Gen[10:1] = Immediate[30:21];
        Imm_Gen[0] = 0; 
    end
    default
    begin
        Imm_Gen[31:0] = {32{1'b0}};
    end
    endcase
end
endmodule
### ./run.sh
#!/bin/bash
# OpenROAD 26Q1-2900-gdf79404cd8, Yosys 0.63+post, stock flow scripts
make -C /OpenROAD-flow-scripts/flow DESIGN_CONFIG=/design/flow/config.mk WORK_HOME=/design/flow/orfs finish
### ./config.mk
export PLATFORM = sky130hd
export DESIGN_NAME = CHIP
export DESIGN_NICKNAME = CHIP
export VERILOG_FILES = /design/flow/design.v
export SDC_FILE = /design/flow/constraint.sdc
export NUM_CORES = 4
export LEC_CHECK = 1
export CORE_UTILIZATION = 30
### ./constraint.sdc
current_design CHIP

set clk_period 21.4
set clk_io_pct 0.2

create_clock -name clk0 -period $clk_period [get_ports {clk}]

set non_clock_inputs [all_inputs -no_clocks]
set_input_delay [expr $clk_period * $clk_io_pct] -clock clk0 $non_clock_inputs
set_output_delay [expr $clk_period * $clk_io_pct] -clock clk0 [all_outputs]
==> run_results.csv <==
group,metric,value,unit
status,status,"finished, final reports clean",
final_timing,rsz0062_at_grt,"no",
power_and_ir_drop,combPwrFrac,24.9,%
routing,totalWireLength,446000,µm
die,initial_utilization,30.3,%
logic_synthesis,yosys.area_share.simple,22.5,%
placed_design,dpl.hpwl,306000,µm
logic_synthesis,synth_cell_types,109,
setup_path,cpMostUsedCell,"buf_4",
min_path,holdCritPathClass,"reg -> reg",
routing,top_layer_used,"met5",
layout,layout-drive-gt1-share,10.8,%
global_routing,grt.total_usage,37.4,%
logic_synthesis,seq_area_frac_synth,39.4,%
logic_synthesis,ys_chip_area,71600,µm²
final_timing,fin_skew,0.0772,ns
die,die_y,491,µm
setup_path,path_class,"in -> out",
layout,area_growth,15.7,%
min_path,min_from,"mulDiv_instance.counter[0]$_DFF_PN0_",
clocking,postCtsHoldBufs,0,
setup_path,regToRegEndpoint,"PC[24]$_DFFE_PN0P_",
final_timing,period_needed,17.69,ns
clocking,clock_sinks,1127,
power_and_ir_drop,p_leak,36.2,nW
setup_path,path_delay_family,"AND-OR/OR-AND gates",
setup_path,critPathMaxFanout,20,
final_timing,relSlewSlack,11.9,%
global_routing,grt_max_degree,103,
routing,dr_total_vias,77573,
clocking,cts_tree,"yes",
routing,ant_nets,0,
flow_run,log.warning_count,67,
logic_synthesis,edf_count,0,
logic_synthesis,yosys_warnings,8,
clocking,clock.latency.late_pin,0.86,ns
min_path,min_to,"mulDiv_instance.counter[0]$_DFF_PN0_",
power_and_ir_drop,power_frac_seq,36.5,%
power_and_ir_drop,powerDensity,78.9,nW/µm²
power_and_ir_drop,p_switching,2.32,mW
routing,drtIter0Drc,10171,
clocking,ctsRootBufferMaster,"clkbuf_16",
final_timing,fmax,56.5,MHz
layout,final_cells,11913,
setup_path,critPathLaunchType,"input pin",
min_path,worst_hold_path.num_cells,1,
routing,wire_per_inst,37.5,µm
clocking,numCtsBuffers,139,
setup_path,rr_startpoint,"reg0.mem[29][16]$_DFFE_PN0P_",
setup_path,cpMaxStageDelayCell,"o311ai_0",
setup_path,cp.arrival,13.41,ns
setup_path,crit_chain,"clkdlybuf4s50_1 > buf_4 > nand2b_1 > nor2_4 > buf_4 > buf_4 > a22oi_1 > nand2_1 > nor3_1 > buf_4 > nand2_1 > ha_1 > inv_1 > o21bai_1 > a21oi_1 > o311ai_0 > a311oi_1 > o31ai_1 > a21oi_1 > a31o_2 > o31ai_1 > xnor2_1 > o21ai_1 > clkdlybuf4s50_1",
setup_path,ff2ff_setup_slack,12.56,ns
clocking,cts-resized-gates,0,
power_and_ir_drop,ir_drop,0.0841,mV
setup_path,r2r.worst_path.cells,20,
logic_synthesis,synth_xor_xnor_area_share,2.05,%
die,dieArea,241000,µm²
global_routing,antenna_found_initial,52,
power_and_ir_drop,finalPower,6.54,mW
logic_synthesis,fa_ha_area_share,3.59,%
die,io_pins,163,
routing,viasPerCell,6.51,
logic_synthesis,ys_seq_elements,1127,
logic_synthesis,ff_type,"dfrtp_1",
logic_synthesis,syn_area_per_cell,8.28,µm²
global_routing,grt_pass1_vias,73097,
power_and_ir_drop,p_int,4.22,mW
final_timing,tns,0,ns
logic_synthesis,synth_async_sr_flop_share,100,%
logic_synthesis,ys_sh_aoi,24.8,%
routing,routed-wl-met3,67000,µm
clocking,clkTransAtPathRegs,0.05,ns
logic_synthesis,syn_inst,8644,
clocking,cts_max_level,4,
routing,route.met2.wl,180000,µm
setup_path,max_stage_delay,1.01,ns
placed_design,port_buffers,162,
global_routing,grt_pass1_wl,609000,µm
logic_synthesis,mux_area_share,2.46,%
die,fp-row-count,178,
setup_path,worst_setup_path_end_kind,"output pin",
routing,wl_met1,160000,µm
routing,first_pass_iters,9,
final_timing,hold_viol_final,0,
setup_path,required,17.12,ns
setup_path,crit_buf_inv,7,
final_timing,tightest_slew,1.31,ns
logic_synthesis,synthesis.area,71600,µm²
power_and_ir_drop,power.clock.fraction,38.6,%
placed_design,place_inst,11595,
routing,drc,0,
final_timing,finalCritPeriodShare,82.7,%
power_and_ir_drop,swShare,35.4,%
logic_synthesis,ys_cells,8644,
clocking,cts_setup_buffers,0,
clocking,max-clock-path-buffers,3,
global_routing,grt_overflow_total,0,
die,die_w,491,µm
flow_run,maxCapViolCount,0,
die,core,236000,µm²
final_timing,setup_viol,0,
placed_design,place_congestion,1.06,
layout,fill_cells,23991,
logic_synthesis,logic_family,"AND-OR/OR-AND gates",
final_timing,final_max_slew_viol_count,0,
==> flip-flops by register name, indices dropped and copies added (netlist names) <==
name	flops
mulDiv_instance.counter	5
mulDiv_instance.shreg	64
PC	32
reg0.mem	992
mulDiv_instance.state	2
mulDiv_instance.alu_in	32
==> Yosys cell counts (all sizes together), types with 110 or more instances <==
| library cell | number | area (µm²) |
|---|---|---|
| clkbuf | 641 | 2410 |
| a31oi | 116 | 726 |
| nand2 | 983 | 3690 |
| buf | 130 | 652 |
| nor2 | 573 | 2170 |
| nand4 | 187 | 1180 |
| a22oi | 501 | 3760 |
| a21oi | 485 | 2430 |
| ha | 199 | 2490 |
| and3 | 348 | 2180 |
| nand3 | 651 | 3260 |
| a2111oi | 110 | 977 |
| inv | 159 | 597 |
| o21ai | 892 | 4460 |
| xnor2 | 117 | 1020 |
| dfrtp | 1097 | 27500 |
==> power by group through the flow <==
stage / clock network [mW] / registers [mW] / logic (mW)
4_1_cts: 2.54 / 2.38 / 1.59
5_1_grt: 2.62 / 2.39 / 1.75
6_report: 2.53 / 2.38 / 1.63
==> through the flow <==
step           util [%]  worst slack (ns)  hold WS (ns)  instance area [µm²]
6_report           35.1              3.71         0.477                82900
5_1_grt            35.0              3.68         0.508                82800
4_1_cts            35.0              4.30         0.472                82700
2_1_floorplan         -              7.72         0.433                71600
3_3_place_gp       33.0              4.30         0.443                77900
3_5_place_dp       33.0              4.30         0.467                77900
==> layer usage <==
metal | vias to the layer above | GRT usage (%)
met5 | - | 1.19
met4 | 26 | 24.6
met3 | 1766 | 19.8
met2 | 5956 | 50.9
met1 | 37816 | 45.7
li1 | 32009 | -
==> worst register-to-register path, stage by stage (launching register included) <==
cell	delay (ns)
dfrtp_1	0.54
and3_1	0.26
o21ai_0	1.01
nand4_1	0.33
nor4_1	0.55
a31oi_2	0.20
buf_4	0.28
ha_1	0.47
nor2_1	0.53
and3_1	0.25
nand4b_1	0.11
a41oi_1	0.46
nor2_1	0.14
o41ai_1	0.43
xnor2_1	0.26
or4_1	0.60
nor4b_4	0.33
nand4_2	0.63
nand2_2	0.76
mux2i_1	0.42
o21ai_1	0.10
==> worst max-delay path by stage <==
| stage | from | endpoint | depth (start not counted) |
|---|---|---|---|
| global route | mem_rdata_I[15] | mem_addr_D[31] | 24 |
| CTS | mem_rdata_I[15] | mem_addr_D[31] | 24 |
| finish | mem_rdata_I[15] | mem_addr_D[31] | 24 |
==> layout by cell type, fill, tap and decap left out, types with 42 or more instances in the layout <==
cell type / n
a21o_1: 84
ha_1: 196
nand3_1: 647
and2_1: 68
a2111oi_0: 107
xor2_1: 51
nand2_1: 974
dfrtp_1: 1096
nor2_1: 535
o21ai_0: 803
nor4_1: 58
buf_4: 407
a211oi_1: 51
o21ai_1: 86
nor3_1: 81
clkbuf_16: 140
nand4_1: 186
and3_1: 347
clkdlybuf4s50_1: 155
a222oi_1: 60
mux2i_1: 107
a31oi_1: 115
inv_1: 156
xnor2_1: 117
a22oi_1: 501
mux2_2: 51
or4_1: 51
diode_2: 62
o31ai_1: 42
nand2b_1: 46
a21oi_1: 480
==> cell families after synthesis <==
kind of cell	Yosys count
adder cells (fa/ha/maj)	203
multiplexers	165
AND-OR/OR-AND	2750
AND/OR/NAND/NOR	3299
XOR/XNOR	168
buffers and inverters	932
flip-flops	1127
==> final cells by class <==
type	instances	area (µm²)	area share, %
clock buffers	201	3970	4.79
multi-input cells	6585	40400	48.7
well taps	3150	3940	4.76
diodes	62	155	0.187
clock inverters	54	855	1.03
repair buffers	573	4720	5.69
flip-flops and latches	1127	28200	34.1
inverters	161	604	0.729
Power is estimated from default activity; no workload was simulated.
